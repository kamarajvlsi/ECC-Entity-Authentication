**flow/design.v**
```verilog
module mux1(c,a,b,s,clk);
  input [255:0]a,b;
  input s;
  input clk;
  output reg [255:0]c;
  always @(s)
  begin 
  case(s)
    1'b0:c=a;
    1'b1:c=b;
    default :c=256'b0;
  endcase
  end
endmodule
```
**flow/run.sh**
```bash
#!/bin/bash
# OpenROAD 26Q1-2900-gdf79404cd8, Yosys 0.63+post, stock flow scripts
make -C /OpenROAD-flow-scripts/flow DESIGN_CONFIG=/design/flow/config.mk WORK_HOME=/design/flow/orfs finish
```
**flow/config.mk**
```make
export PLATFORM = sky130hd
export DESIGN_NAME = mux1
export DESIGN_NICKNAME = mux1
export VERILOG_FILES = /design/flow/design.v
export SDC_FILE = /design/flow/constraint.sdc
export NUM_CORES = 4
export LEC_CHECK = 1
export CORE_AREA = 10 10 299 299
export DIE_AREA = 0 0 309 309
```
**flow/constraint.sdc**
```tcl
current_design mux1

set clk_period 1.0
set clk_io_pct 0.2

create_clock -name clk0 -period $clk_period

set non_clock_inputs [all_inputs -no_clocks]
set_input_delay [expr $clk_period * $clk_io_pct] -clock clk0 $non_clock_inputs
set_output_delay [expr $clk_period * $clk_io_pct] -clock clk0 [all_outputs]
```
==> impl_report.txt <==
=== SYNTHESIS / PLACE & ROUTE SUMMARY ===
----------------------------------------------------
[Layout]
  Sequential cell count ........................ 0
  Seq. cell area ........................ 0 µm²
  Tally of clock buffers in the finished layout ........................ 0
  Finished Cell Area ........................ 14300 µm²
  Final Util ........................ 0.173
  Layout Area Growth over Synthesis ........................ 348%
  Share of cells above drive strength 1 ........................ 0.535
  Filler cells ........................ roughly 9000

[Global route]
  First-pass GRT wire length ........................ 85500 µm
  Total congestion overflow ........................ 0
  Maximum number of pins on one net before global-route repair ........................ 16
  Number of global-route vias before repair ........................ around 7000
  Global Route Usage Sum ........................ 0.140
  Initial antenna violation count ........................ 25

[Setup path]
  Standard cell with the maximum stage delay on the critical path ........................ sky130_fd_sc_hd__mux2_4
  Setup Crit Path Kind ........................ input port to primary output
  Largest incremental delay on the critical path ........................ ~0.29 ns
  Worst Path Required ........................ roughly 0.8 ns
  Critical path capture point type ........................ primary output
  Arrival time of the worst setup path ........................ 1.39 ns
  Launching instance or port of the critical path ........................ s
  Kind of cell adding the most delay to the critical path ........................ buffers and inverters
  Most common cell type on the critical path ........................ sky130_fd_sc_hd__buf_16
  Count of buffering cells on the critical path with inverters included ........................ 7
  Cell Chain, Critical Path ........................ buf_16, buf_16, buf_12, buf_16, buf_12, buf_6, mux2_4, buf_6
  Startpoint class of the critical path ........................ input port
  Maximum fanout along the worst path ........................ 5

[Run status]
  Violated checks ........................ negative setup slack
  Outcome ........................ complete, but fails checks

[STA]
  Total count of max-transition violations in the final report ........................ 0
  Part of the cycle the worst path needs ........................ 1.59
  Min Clock Period, post-route ........................ around 1.6 ns
  Worst slack on hold paths ........................ 0.798 ns
  Max-Slew Margin vs Limit ........................ 0.805
  RSZ-0062 raised after global routing ........................ true
  Top achievable clock speed ........................ about 630 MHz
  Hold Vio Cnt, Final ........................ 0
  Worst path setup slack after routing ........................ -0.591 ns
  Slew @ Worst Pin ........................ roughly 0.29 ns
  Finish-stage setup viols ........................ 256

[Yosys]
  Cells in synth_stat.txt ........................ 284
  Register area share after synthesis ........................ 0
  Post-Syn Area ........................ roughly 3200 µm²
  Chip area estimate from yosys synthesis ........................ 3190 µm²
  Number of standard cells after synthesis ........................ between 200 and 300
  Number of warnings issued by yosys ........................ 1
  Most numerous cell in the Yosys netlist ........................ sky130_fd_sc_hd__mux2_2
  Syn_area_per_cell ........................ approximately 11 µm²
  Largest cells by area ........................ sky130_fd_sc_hd__mux2_2 90%, sky130_fd_sc_hd__buf_6 9.2%, sky130_fd_sc_hd__buf_4 0.24%
  Cell type with the largest total area after synthesis ........................ sky130_fd_sc_hd__mux2_2
  Unique cell types ........................ 4
  Top area contributor share ........................ 0.904
  Commonest cells in the netlist ........................ 256 x sky130_fd_sc_hd__mux2_2, 26 x sky130_fd_sc_hd__buf_6, 1 x sky130_fd_sc_hd__buf_2, 1 x sky130_fd_sc_hd__buf_4

[Routing]
  Number of antenna-violating nets in the routed design ........................ 0
  First-pass detailed-route iteration total ........................ 4
  Mean routed wirelength per cell ........................ approximately 32 µm
  Total Routed Length ........................ about 71000 µm
  Total vias in the final route ........................ around 6400
  DRC errors left ........................ 0
  DRC violation total after the first TritonRoute iteration ........................ 275
  Vias per std cell ........................ around 2.9

[Pwr]
  Power density cells ........................ ~490 nW/µm²
  Total chip power ........................ around 7.0 mW
  Leakage power of the design ........................ about 6.2 nW
  Max rail drop VDD ........................ 0.000211 V

[Die]
  Die area ........................ between 90000 and 100000 µm²
  Die Height ........................ 309 µm
  Core area ........................ 82500 µm²
  FP Rows ........................ about 110
  Fp_density ........................ 0.0386
  Die boundary width ........................ around 300 µm
  IO Count ........................ around 770

[Job]
  Tally of OpenROAD warnings ........................ 35
  Max cap viols ........................ 0

[Placement]
  Port bufs ........................ roughly 770
  Dpl cell area ........................ roughly 12000 µm²
  HPWL reported at the end of detailed placement ........................ between 60000 and 70000 µm
  Final RePlAce weighted congestion ........................ 0.884

[Hold path]
  Min-Delay Startpoint ........................ a[0]
  Worst hold path class ........................ input port to primary output

----------------------------------------------------
==> worst min-delay path, cell delays in order <==
cell and delay (ns):
sky130_fd_sc_hd__dlymetal6s2s_1 0.13, sky130_fd_sc_hd__mux2_4 0.17, sky130_fd_sc_hd__buf_6 0.09
==> per-layer routing <==
metal	track usage	up-vias	wire length [µm]
li1	-	2838	-
met3	0.0424	37	6400
met2	0.214	467	30500
met1	0.203	3026	33200
met4	0	22	253
met5	0	-	147
==> placed cells by master (no fill, tap or decap) <==
cell type                           n
sky130_fd_sc_hd__clkdlybuf4s50_1  483
sky130_fd_sc_hd__buf_6            192
sky130_fd_sc_hd__mux2_4           175
sky130_fd_sc_hd__mux2_2            81
sky130_fd_sc_hd__buf_2             62
sky130_fd_sc_hd__buf_12            31
sky130_fd_sc_hd__dlygate4sd2_1     27
sky130_fd_sc_hd__buf_4             26
sky130_fd_sc_hd__dlymetal6s2s_1    16
sky130_fd_sc_hd__buf_8             16
sky130_fd_sc_hd__clkbuf_2          15
sky130_fd_sc_hd__diode_2           11
sky130_fd_sc_hd__buf_16            11
sky130_fd_sc_hd__clkdlybuf4s15_1    8
sky130_fd_sc_hd__clkbuf_16          3
sky130_fd_sc_hd__clkdlybuf4s15_2    2
sky130_fd_sc_hd__bufbuf_16          1
==> repair_timing <==
item / in CTS / in global routing
endpoints found under the setup margin: 256 / 256
resized: 945 / 219
hold buffers: 0 / 0
pin swaps: 0 / 0
gates cloned: 10 / 3
buffers inserted: 66 / 16
==> worst paths after layout <==
kind	endpoint	depth (start not counted)	slack [ns]
setup / recovery	c[161]	8	-0.59
hold / removal	c[0]	3	0.80
==> stage by stage <==
step           std cells  setup TNS [ns]  worst slack (ns)
4_1_cts             2206         -130.48            -0.634
3_3_place_gp        2133         -177.48            -0.925
3_5_place_dp        2133         -177.77            -0.912
6_report            2230         -117.36            -0.591
2_1_floorplan        284               0            0.0174
5_1_grt             2223         -123.46            -0.617
==> area by class of cell <==
class              instances  area (µm²)  area share
diodes                    11        27.5     0.00193
multi-input cells        256        3540       0.248
well taps               1070        1340      0.0937
repair buffers           893        9390       0.657
==> where the power goes <==
group | total, mW | switching (mW) | leakage, nW | internal (mW)
sequential | 0 | 0 | 0 | 0
clock | 0.00000162 | 0 | 0.0000697 | 0.00000162
combinational | 7.02 | 2.43 | 6.24 | 4.59
==> logic make-up after synthesis <==
logic type	after synthesis	share of synthesized area
multiplexers	256	0.904
buffers and inverters	28	0.0958
Power and IR drop assume default switching activity.
