## design/flow/design.v

```verilog
module mux2(c,a,b,d,s,clk);
  input [255:0]a,b,d;
  input [1:0]s;
  input clk;
  output reg [255:0]c;
  always @(s)
  begin 
  case(s)
    2'b00:c=d; 
    2'b11:c=a; 
    2'b01:c=b; 
    default :c=256'b0;
  endcase
  end
endmodule
```

## design/flow/constraint.sdc

```tcl
current_design mux2

set clk_period 30.3
set clk_io_pct 0.2

create_clock -name clk0 -period $clk_period

set non_clock_inputs [all_inputs -no_clocks]
set_input_delay [expr $clk_period * $clk_io_pct] -clock clk0 $non_clock_inputs
set_output_delay [expr $clk_period * $clk_io_pct] -clock clk0 [all_outputs]
```

## design/flow/config.mk

```make
export PLATFORM = sky130hd
export DESIGN_NAME = mux2
export DESIGN_NICKNAME = mux2
export VERILOG_FILES = /design/flow/design.v
export SDC_FILE = /design/flow/constraint.sdc
export NUM_CORES = 4
export LEC_CHECK = 1
export CORE_AREA = 10 10 396 396
export DIE_AREA = 0 0 406 406
```

## design/flow/run.sh

```bash
#!/bin/bash
# OpenROAD 26Q1-2900-gdf79404cd8, Yosys 0.63+post, stock flow scripts
make -C /OpenROAD-flow-scripts/flow DESIGN_CONFIG=/design/flow/config.mk WORK_HOME=/design/flow/orfs finish
```

==> impl_report.txt <==
RUN METRICS
----------------------------------------------------
[Route]
  Routed length on met3 ........................ 23300 µm
  Detailed router's first-iteration violation count ........................ around 760
  Number of detailed-route iterations in the first pass ........................ 5
  Wire length on met1 ........................ between 40000 and 50000 µm
  Total via count after detailed routing ........................ between 10000 and 15000
  Uppermost layer routed ........................ met5
  Average wire length per cell after detail routing ........................ 40.8 µm
  Met2 wirelength from detailed routing ........................ a little over 70000 µm
  Post-route DRC ........................ 0
  Antenna-violating nets left ........................ 0
  Routed Wire Length ........................ ~140000 µm
  Drt via density ........................ roughly 3.2

[Synth]
  Number of cells in the yosys synthesis report ........................ ~600
  Tally of yosys warning messages ........................ 1
  Post-synthesis instance total ........................ ~600
  Syn_area_per_cell ........................ 10.2 µm²
  Syn Std Cell Area ........................ between 0.006 and 0.007 mm²
  Library cell occupying the most area in the post-synthesis netlist ........................ mux2i_1
  Top area cell types ........................ mux2i_1, o2bb2ai_2, o2bb2ai_1
  Dominant cell area share ........................ 41.9%
  Seq/Total Area, Yosys ........................ 0%
  Yosys stat chip area ........................ 0.00612 mm²
  Distinct lib cells used ........................ 10

[Finish]
  Number of clock buffers in the layout ........................ 0
  Most common library cell in the layout ignoring fill and taps ........................ clkdlybuf4s50_1
  Commonest non-fill, non-tap cells in the layout ........................ clkdlybuf4s50_1, mux2i_1, o2bb2ai_1, o2bb2ai_2, buf_4
  Utilization after layout ........................ ~12%
  Finished Layout Cells ........................ around 3500
  Register area ........................ 0 µm²
  Layout-stage area growth over the synthesis result ........................ 201%
  Num sequential ........................ 0
  Fraction of layout instances using a drive strength above 1 ........................ approximately 7.7%
  Filler Cells Inserted ........................ ~17000

[Placement]
  Post-Place Setup Slack ........................ around 14 ns
  Instance count after placement with tap cells included ........................ roughly 3500
  Routability-driven placement congestion ratio ........................ a little under 1
  Count of input and output buffers ........................ 1026
  Final HPWL from detailed placement ........................ 136000 µm

[Pwr]
  Largest vdd supply drop ........................ roughly 0.0000042 V
  Cell-internal power ........................ approximately 170 µW
  Net Switching ........................ roughly 97 µW
  Portion of total power attributed to sequential cells ........................ 0%
  Cell Pwr Density ........................ approximately 14 mW/mm²
  P_leak ........................ between 6 and 7 nW
  Share of total power consumed by net switching ........................ between 30% and 40%
  Combinational share of power ........................ 100.0%
  Tot Pwr ........................ 264 µW
  Clock share of power ........................ 0%

[Global routing]
  Total GRT Usage ........................ ~17%
  Global-route wire length before repair ........................ between 150000 and 200000 µm
  GRT overflow ........................ 0
  Number of global-route vias before repair ........................ 10057
  Antenna violations before repair ........................ about 340
  Largest net degree at the start of global routing ........................ ~57

[Clock tree]
  Number of buffers added to fix hold violations after cts ........................ 0
  Gates resized, CTS repair ........................ 0
  Buffers inserted during post-CTS setup optimization ........................ 0

[Setup path]
  CP startpoint ........................ s[0]
  Data arrival time of the critical path ........................ about 10 ns
  Critical Path Start Type ........................ primary input
  Start-to-end type of the worst setup path ........................ in2out
  Data required, critical path ........................ approximately 24 ns
  Crit path capture type ........................ primary output
  Highest fanout seen on the critical path ........................ approximately 56

[Floorplan]
  Floorplan core area ........................ roughly 0.15 mm²
  Chip footprint ........................ between 0.15 and 0.2 mm²
  Initial cell density of the core ........................ under 10%
  Number of placement rows ........................ between 100 and 150
  Total I/O pin count ........................ ~1000
  Die height ........................ about 410 µm
  Horizontal die dimension ........................ 406 µm

[Final timing]
  Final period util ........................ a little over half
  Worst path setup slack after routing ........................ about 14 ns
  Fmax achieved ........................ between 60 and 70 MHz
  Final Critical Period ........................ 16.06 ns
  Actual transition at the worst max-transition pin ........................ ~0.84 ns
  Number of failing hold endpoints at the final stage ........................ 0
  Worst relative slew slack ........................ 44.2%
  Unrepaired setup endpoints after global routing ........................ false
  Final setup TNS ........................ 0 ns
  Final Max-Slew Violation Tally ........................ 0
  Number of endpoints failing setup at the final stage ........................ 0

[Worst hold path]
  Endpoint of the worst hold path ........................ c[126]
  Worst hold stages ........................ 3
  Hold path startpoint ........................ s[1]
  Kind of path behind the tightest hold check ........................ in2out

[Job]
  Max capacitance violation total ........................ 0
  Stage-log warning count ........................ 33

[Run status]
  Outcome ........................ finished clean

----------------------------------------------------
==> critical path, stage by stage <==
cell             delay (ns)
buf_8                  0.42
and2_4                 0.63
buf_4                  0.59
buf_4                  0.63
buf_4                  0.68
o2bb2ai_1              0.21
clkdlybuf4s50_1        0.61
==> final cells by class <==
type               count  area (µm²)  share of cell area [%]
repair buffers      1042       10400                    56.5
multi-input cells    513        5440                    29.5
well taps           1930        2410                    13.1
diodes                64         160                   0.870
==> synth_stat cells, drive strengths merged <==
cell type  count
mux2i        256
o2bb2ai      256
buf           50
clkbuf        37
and2           1
==> kinds of logic (layout without fill, tap and decap cells) <==
| group | Yosys count | in the layout | share of synthesized area (%) |
|---|---|---|---|
| AND-OR/OR-AND | 256 | 256 | 46.9 |
| multiplexers | 256 | 256 | 41.9 |
| buffers and inverters | 87 | 1042 | 11.1 |
| AND/OR/NAND/NOR | 1 | 1 | 0.102 |
| other | 0 | 64 | 0 |
==> per-layer routing <==
layer  vias to the layer above  global-route usage (%)
met5                         -                       0
met4                       266                    2.17
met3                       514                    12.8
met2                       960                    29.1
met1                      5071                    16.2
li1                       4525                       -
==> power by group through the flow <==
| stage | Combinational (mW) | Sequential, mW | Clock (mW) |
|---|---|---|---|
| 4_1_cts | 0.269 | 0 | 0 |
| 5_1_grt | 0.276 | 0 | 0.0000000692 |
| 6_report | 0.264 | 0 | 0.000000265 |
==> worst max path at each step <==
stage | end | slack, ns | cells past startpoint
5_1_grt | c[81] | 14.01 | 7
6_report | c[25] | 14.24 | 7
4_1_cts | c[81] | 14.21 | 7
==> through the flow <==
step / hold WS, ns / cell area (µm²)
2_1_floorplan: 12.18 / 6120
3_3_place_gp: 12.99 / 18300
3_5_place_dp: 12.99 / 18300
4_1_cts: 12.99 / 18300
5_1_grt: 13.02 / 18300
6_report: 12.98 / 18400
Power is estimated from default activity; no workload was simulated.
