--- flow/run.sh ---
#!/bin/bash
# OpenROAD 26Q1-2900-gdf79404cd8, Yosys 0.63+post, stock flow scripts
make -C /OpenROAD-flow-scripts/flow DESIGN_CONFIG=/design/flow/config.mk WORK_HOME=/design/flow/orfs finish
--- flow/config.mk ---
export PLATFORM = sky130hd
export DESIGN_NAME = fullmodu
export DESIGN_NICKNAME = fullmodu
export VERILOG_FILES = /design/flow/design.v
export SDC_FILE = /design/flow/constraint.sdc
export NUM_CORES = 4
export LEC_CHECK = 1
export CORE_AREA = 10 10 299 299
export DIE_AREA = 0 0 309 309
--- flow/constraint.sdc ---
current_design fullmodu

set clk_period 199.5
set clk_io_pct 0.2

create_clock -name clk0 -period $clk_period

set non_clock_inputs [all_inputs -no_clocks]
set_input_delay [expr $clk_period * $clk_io_pct] -clock clk0 $non_clock_inputs
set_output_delay [expr $clk_period * $clk_io_pct] -clock clk0 [all_outputs]
--- flow/design.v ---
module fulladder(X, Y, Ci, S, Co);
  input X, Y, Ci;
  output S, Co;
  wire w1,w2,w3;
  xor G1(w1, X, Y);
  xor G2(S, w1, Ci);
  and G3(w2, w1, Ci);
  and G4(w3, X, Y);
  or G5(Co, w2, w3);
endmodule	
module rippe_adder(X, Y,Cin, S,co);
 input [7:0] X, Y;
 output [7:0] S;
 output co;
 input Cin;
 wire w1,w2,w3,w4,w5,w6,w7;
 fulladder u1(X[0], Y[0],Cin, S[0], w1);
 fulladder u2(X[1], Y[1], w1, S[1], w2);
 fulladder u3(X[2], Y[2], w2, S[2], w3);
 fulladder u4(X[3], Y[3], w3, S[3], w4);
 fulladder u5(X[4], Y[4], w4, S[4], w5);
 fulladder u6(X[5], Y[5], w5, S[5], w6);
 fulladder u7(X[6], Y[6], w6, S[6], w7);
 fulladder u8(X[7], Y[7], w7, S[7], co);
 endmodule
module fullmodu(a,b,out,cm);
  input [255:0]a,b;
  output cm;
  output [255:0]out;
  wire w[30:0];
  rippe_adder u1(a[7:0],b[7:0],1'b0,out[7:0],w[0]);
  rippe_adder u2(a[15:8],b[15:8],w[0],out[15:8],w[1]);
  rippe_adder u3(a[23:16],b[23:16],w[1],out[23:16],w[2]);
  rippe_adder u4(a[31:24],b[31:24],w[2],out[31:24],w[3]);
  rippe_adder u5(a[39:32],b[39:32],w[3],out[39:32],w[4]);
  rippe_adder u6(a[47:40],b[47:40],w[4],out[47:40],w[5]);
  rippe_adder u7(a[55:48],b[55:48],w[5],out[55:48],w[6]);
  rippe_adder u8(a[63:56],b[63:56],w[6],out[63:56],w[7]);
  rippe_adder u9(a[71:64],b[71:64],w[7],out[71:64],w[8]);
  rippe_adder u10(a[79:72],b[79:72],w[8],out[79:72],w[9]);
  rippe_adder u11(a[87:80],b[87:80],w[9],out[87:80],w[10]);
  rippe_adder u12(a[95:88],b[95:88],w[10],out[95:88],w[11]);
  rippe_adder u13(a[103:96],b[103:96],w[11],out[103:96],w[12]);
  rippe_adder u14(a[111:104],b[111:104],w[12],out[111:104],w[13]);
  rippe_adder u15(a[119:112],b[119:112],w[13],out[119:112],w[14]);
  rippe_adder u16(a[127:120],b[127:120],w[14],out[127:120],w[15]);
  rippe_adder u17(a[135:128],b[135:128],w[15],out[135:128],w[16]);
  rippe_adder u18(a[143:136],b[143:136],w[16],out[143:136],w[17]);
  rippe_adder u19(a[151:144],b[151:144],w[17],out[151:144],w[18]);
  rippe_adder u20(a[159:152],b[159:152],w[18],out[159:152],w[19]);
  rippe_adder u21(a[167:160],b[167:160],w[19],out[167:160],w[20]);
  rippe_adder u22(a[175:168],b[175:168],w[20],out[175:168],w[21]);
  rippe_adder u23(a[183:176],b[183:176],w[21],out[183:176],w[22]);
  rippe_adder u24(a[191:184],b[191:184],w[22],out[191:184],w[23]);
  rippe_adder u25(a[199:192],b[199:192],w[23],out[199:192],w[24]);
  rippe_adder u26(a[207:200],b[207:200],w[24],out[207:200],w[25]);
  rippe_adder u27(a[215:208],b[215:208],w[25],out[215:208],w[26]);
  rippe_adder u28(a[223:216],b[223:216],w[26],out[223:216],w[27]);
  rippe_adder u29(a[231:224],b[231:224],w[27],out[231:224],w[28]);
  rippe_adder u30(a[239:232],b[239:232],w[28],out[239:232],w[29]);
  rippe_adder u31(a[247:240],b[247:240],w[29],out[247:240],w[30]);
  rippe_adder u32(a[255:248],b[255:248],w[30],out[255:248],cm);
endmodule
==> run summary <==
Via count - 5,762
Postcts setup bufs - 0
IO buf count - 769
Via density - 2.74
Max cap viols - 0
Crit. End Element - output pin
Yosys top cell by area - fa_1
Final min period - 183.44 ns
Final-report setup violation count - 0
Initial DRC count - 137
Mapped Cells - 517
Crit Path Category - input pin to output pin
Vias in the first global route - 7,357
Post-synth seq share - 0
Synth top area share - 0.723
Log Warnings - 32
Slowest cell delay on critical path - 0.59 ns
Gpl congestion - 1.01
Drt drc - 0
Final Hold Fails - 0
RSZ-0062 raised after global routing - false
Hold EP - out[0]
Total track usage - 0.115
CP required - 159.60 ns
Hold Buf Count CTS - 0
Hold path start - b[0]
Ys cells - 517
CORE AREA - 0.0825 mm²
Area growth from synthesis to layout - 101%
Detailed Route WL - 55,800 µm
Worst vdd ir - 0.00165 mV
Max-slew violation count - 0
Net Switching - 0.0216 mW
# clk buffers - 0
Worst Path Max Fanout - 1
Cell variety after synth - 4
Min-Delay Path Depth - 3
Dominant cell by count in the synthesized netlist - buf_4
Clock share of power - 0
Drt pass-1 iters - 6
Resized Gates After CTS - 0
CP most frequent cell - fa_1
Post-DP HPWL - 54,800 µm
CP Launch Type - input pin
Outcome - finished clean
Logic area - 0.00512 mm²
Antenna Nets Post-Route - 0
Top cells, area - fa_1 (72%), buf_4 (27%), inv_1 (0.27%), ha_1 (0.18%)
Layout cells sized above 1 - 0
Tcrit/Tclk final - 0.919
Pleak - 4.91 nW
Seq_cells - 0
Num rows - 105
Logic pwr share - 1.000
Yosys chip area - 0.00706 mm²
Worst slew pin tran - 0.605 ns
Fill cells - 9,011
Min-delay worst type - input pin to output pin
Die width - 309 µm
CP arrival - 143.54 ns
Top cells by count - buf_4 (256), fa_1 (255), inv_1 (5)
Largest net degree at the start of global routing - 2
Synthesized area per cell - 13.7 µm²
Grt ovf - 0
FP Core Util - 0.0855
Maximum clock rate - 5.45 MHz
Worst path bufs/invs - 4
Sequential power share - 0
Boundary Pins - 769
Register area - 0 µm²
Slowest cell on crit path - fa_1
Chip area - 0.0955 mm²
Antenna violations before repair - 5
Hold WS - 80.83 ns
Die Y - 309 µm
Antenna cells - 0
PwrDens - 3.92 mW/mm²
Per-cell routed wire length - 26.6 µm
Net Sw Frac - 0.389
Worst slew margin - 0.596
Critical path's top delay family - adder cells
Mapped Area - 0.00706 mm²
First-pass GRT wire length - 71,900 µm
Setup TNS - 0 ns
Synth warn - 1
Internal power - 0.0339 mW
==> power groups by stage <==
stage | combinational [mW] | sequential [mW] | clock, mW
finish | 0.0555 | 0 | 0
global route | 0.0608 | 0 | 0
CTS | 0.0585 | 0 | 0
==> metrics by stage <==
step / instance area, µm² / utilization / setup WS, ns / power, mW / cells
floorplan: 7060 / - / 22.50 / 0.0207 / 517
global placement: 14200 / 0.172 / 16.40 / 0.0581 / 2100
detailed placement: 14200 / 0.172 / 15.88 / 0.0580 / 2100
CTS: 14200 / 0.172 / 15.78 / 0.0585 / 2100
global route: 14200 / 0.172 / 13.20 / 0.0608 / 2100
finish: 14200 / 0.172 / 16.06 / 0.0555 / 2100
==> area by class of cell <==
type                            instances  share of cell area
Inverter                                5             0.00132
Multi-Input combinational cell        256               0.361
Tap cell                             1070              0.0945
Timing Repair Buffer                  769               0.543
==> routing by layer <==
layer	GRT usage	routed length, µm
met1	0.118	17700
met2	0.205	28900
met3	0.0736	8900
met4	0.00405	239
met5	0	67
==> worst min-delay path, stage by stage <==
cell and delay [ns]:
clkdlybuf4s50_1 0.46, ha_1 0.11, clkdlybuf4s50_1 0.46
==> cells by family after synthesis <==
group      Yosys count  synth area share
fa+ha+maj          256             0.725
buf+inv            261             0.275
==> worst max-delay path by stage <==
stage	cells past startpoint	slack, ns	to	from
after CTS	260	15.78	out[255]	a[0]
after global routing	260	13.20	out[255]	a[0]
final	260	16.06	out[255]	a[0]
==> layout by cell type (no fill, tap or decap) <==
| cell type | instances |
|---|---|
| clkdlybuf4s50_1 | 769 |
| fa_1 | 255 |
| inv_1 | 5 |
| ha_1 | 1 |
Power and IR drop assume default switching activity.
